<file path="./config.mk">
export PLATFORM = sky130hd
export DESIGN_NAME = ADD_imm
export DESIGN_NICKNAME = ADD_imm
export VERILOG_FILES = /design/flow/design.v
export SDC_FILE = /design/flow/constraint.sdc
export NUM_CORES = 4
export LEC_CHECK = 1
export CORE_UTILIZATION = 40
</file>
<file path="./design.v">
module ADD_imm(
	input i_Clk,
	input i_Rst,
	input i_Enb,
	input [31:0] iv_Dir,
	input [31:0] iv_imm,
	output [31:0] ov_Dir_shift
);
reg [31:0] ov_Dir_shift_Q;
reg [31:0] ov_Dir_shift_D;
assign ov_Dir_shift = ov_Dir_shift_Q;
always@(posedge i_Clk or posedge i_Rst)
begin
	if(i_Rst)
	begin
		ov_Dir_shift_Q <= 0;
	end
	else if(i_Enb)
	begin
		ov_Dir_shift_Q <= ov_Dir_shift_D;
	end
	else
	begin
		ov_Dir_shift_Q <= ov_Dir_shift_Q;
	end
end
always@*
begin
	ov_Dir_shift_D = iv_Dir + {iv_imm[29:0],2'b00};
end
endmodule 
</file>
<file path="./constraint.sdc">
current_design ADD_imm

set clk_period 1.1
set clk_io_pct 0.2

create_clock -name clk0 -period $clk_period [get_ports {i_Clk}]

set non_clock_inputs [all_inputs -no_clocks]
set_input_delay [expr $clk_period * $clk_io_pct] -clock clk0 $non_clock_inputs
set_output_delay [expr $clk_period * $clk_io_pct] -clock clk0 [all_outputs]
</file>
<file path="./run.sh">
#!/bin/bash
# OpenROAD 26Q1-2900-gdf79404cd8, Yosys 0.63+post, stock flow scripts
make -C /OpenROAD-flow-scripts/flow DESIGN_CONFIG=/design/flow/config.mk WORK_HOME=/design/flow/orfs finish
</file>
==> run summary <==
status: complete, but fails checks
violated checks: setup timing
synth unique cells: 63
Placer Congestion: 0.8803
CP Cell Sequence: buf_8, ha_4, inv_2, fa_2, nor2b_4, o2111ai_4, a21oi_4, o31ai_4, buf_4, a2111oi_4, or4_1, nand3_1
Worst-Margin Slew: 353.4 ps
Hold Crit Class: in -> async
Max Buffers Root-to-Sink: 2
Most flops, register: ov_Dir_shift_Q
share of cells above drive strength 1: 0.5604
Synth mux share: 0.06586
# rows: 30
register share after synthesis: 0.2755
Cells after Synth: 318
Final TNS setup: -18980 ps
Worst Path Required: 1320 ps
Total GRT Usage: 0.2588
total number of vias: 3456
Skew-Pair Late Insertion Delay: 280 ps
# clock sinks: 32
detailed-placement wirelength estimate: 6.636 mm
Die ar.: 7611 µm²
Worst path max stage delay: 530 ps
CP max-delay cell: or4_1
die span in x: 87.24 µm
fp_density: 0.4208
Hold Fails Final Rpt: 0
TritonCTS clock tree: built
dpl cells: 587
io pins: 99
unrepaired setup endpoints after global routing: true
global route overflow: 0
fin crit share: 1.867
first-pass GRT wire length: 15.18 mm
initial antenna violation count: 0
H-tree depth: 2
r2r startpoint: ov_Dir_shift_Q[31]
ys cells: 318
Ys Warns: 1
main flop type: dfrtp_1
worst setup path category: in -> reg
Placement Cell Area: 4778 µm²
drt drc: 0
n_diodes: 0
Worst VDD drop: 856.7 µV
CP arrival: 2280 ps
top flop regs: ov_Dir_shift_Q x32
CP delay by family, top: simple AND/OR/NAND/NOR gates
design area: 5679 µm²
mapped cell area: 2907 µm²
synthesis-to-layout area growth: 95.39%
vias per cell: 5.383
final setup violation count: 28
cts bufs inserted: 5
LEAKAGE: 2.522 nW
Final Max Slew Viols: 0
startpoint class of the critical path: primary input
vias in the first global route: 3236
Seq cells post-synth: 32
Chip Area, Yosys: 2907 µm²
AO/OA Area Share: 0.2725
max_cap viols: 0
CTS root buf: clkbuf_8
1st-iter DRT viols: 101
Post-synth EDFFs: 0
top comb family, area: AND-OR/OR-AND gates
Critical R2R Capture: ov_Dir_shift_Q[31]
Clock Skews: 0 ps
Routed Antenna Nets: 0
fraction of registers with async set/reset: 1.000
First-pass DRT Iterations: 4
die height: 87.24 µm
DRT Wirelength: 9.888 mm
crit path launch: iv_imm[0]
worst rel slew slack: 0.7644
r2r setup slk: 80 ps
pwr/cell area: 989.7 nW/µm²
Basic Gates by Area: 0.1584
PortBufs: 96
Mean Syn Cell Area: 9.140 µm²
Setup WS post-layout: -953.2 ps
Non-Filler Instances: 642
Crit Path Max Fanout: 4
tool warnings: 31
Core Region: 6907 µm²
worst reg2reg path depth: 3
clock transition at the registers of the reported paths: 80 ps
largest net degree at the start of global routing: 33
FMAX: 487.0 MHz
CP endpoint kind: register
Avg WL per Cell: 15.40 µm
XOR/XNOR Area Share: 0.05123
max FFs per register: 32
worst path bufs/invs: 3
Adder-Cell Fraction of Synth Area: 0.1317
total power: 5.621 mW
minimum clock period: 2053 ps
-- cell families after synthesis --
kind of cell / after synthesis
buf+inv: 22
simple gates: 90
mux: 17
compound gates: 110
xor+xnor: 17
fa+ha+maj: 30
flops: 32
-- what timing repair did --
item,CTS,global route
gates cloned,0,0
pin swaps,69,45
buffers inserted,37,14
endpoints found under the setup margin,64,40
gates resized,261,65
hold buffers,0,0
-- synth_stat cells (8+ instances only) --
cell | number | share of area
nand3_1 | 8 | 0.014
xnor2_1 | 12 | 0.036
nor2_1 | 19 | 0.025
a21o_1 | 15 | 0.039
o21ai_0 | 16 | 0.028
ha_1 | 29 | 0.12
inv_1 | 10 | 0.013
a21oi_1 | 26 | 0.045
nand2_1 | 27 | 0.035
dfrtp_1 | 32 | 0.28
mux2_2 | 17 | 0.066
-- where the power goes --
part           switching (mW)  leakage, nW  internal, mW
combinational            1.22         2.09          1.82
clock                   0.465       0.0503         0.558
sequential              0.139        0.377          1.43
total                    1.82         2.52          3.80
-- worst register-to-register path, stage by stage (launching register included) --
cell,delay (ps)
dfrtp_1,380
buf_4,130
o2bb2ai_1,100
or3_1,300
-- final cells by class --
cell class                      instances  area, µm²
Fill cell                             395       1227
Timing Repair Buffer                  233       1904
Multi-Input combinational cell        264       2716
Inverter                               10      41.29
Sequential cell                        32      800.8
Clock buffer                            7      96.34
Tap cell                               96      120.1
-- cells in the final DEF, fill, tap and decap left out, types with 6 or more instances in the layout --
cell / n
a21o_1: 15
a21oi_1: 13
a21oi_2: 10
a21oi_4: 7
buf_2: 14
buf_4: 119
buf_6: 17
clkbuf_2: 18
clkbuf_8: 7
clkdlybuf4s15_1: 28
clkdlybuf4s50_1: 13
dfrtp_1: 32
dlygate4sd2_1: 17
ha_4: 26
inv_1: 6
mux2_2: 12
nand2_1: 22
nand4_1: 6
nor2_1: 13
o21ai_1: 6
o21ai_2: 8
xnor2_1: 10
-- per-layer routing --
layer  GRT usage  wire, µm  share of wire
met1      0.4132      4668           0.47
met4     0.02385       136          0.014
met3     0.02692       631          0.064
met5           0         0              0
met2      0.4027      4451           0.45
-- stage by stage --
stage / utilization / hold slack, ps / setup WS (ps)
3_5_place_dp: 0.6918 / 477.1 / -1663
6_report: 0.8223 / 279.9 / -953.2
3_3_place_gp: 0.6918 / 480.9 / -1622
5_1_grt: 0.8223 / 275.9 / -1027
2_1_floorplan: - / 336.2 / -978.8
4_1_cts: 0.7984 / 273.7 / -993.3
-- worst max-delay path by stage --
stage,to,depth (start not counted)
CTS,ov_Dir_shift_Q[24],12
finish,ov_Dir_shift_Q[28],12
global route,ov_Dir_shift_Q[24],12
Power and IR drop assume default switching activity.
