==> design/flow/design.v <==
module Mux_Dir(
	input [31:0] iv_dir,
	input [31:0] iv_dir_shift,
	input i_selector,
	output reg[31:0] ov_dir
);
always@*
begin
	if(i_selector)
	begin
		ov_dir <= iv_dir;
	end
	else
	begin
		ov_dir <= iv_dir_shift;
	end
end 
endmodule 
==> design/flow/run.sh <==
#!/bin/bash
# OpenROAD 26Q1-2900-gdf79404cd8, Yosys 0.63+post, stock flow scripts
make -C /OpenROAD-flow-scripts/flow DESIGN_CONFIG=/design/flow/config.mk WORK_HOME=/design/flow/orfs finish
==> design/flow/config.mk <==
export PLATFORM = sky130hd
export DESIGN_NAME = Mux_Dir
export DESIGN_NICKNAME = Mux_Dir
export VERILOG_FILES = /design/flow/design.v
export SDC_FILE = /design/flow/constraint.sdc
export NUM_CORES = 4
export LEC_CHECK = 1
export CORE_AREA = 10 10 71 71
export DIE_AREA = 0 0 81 81
==> design/flow/constraint.sdc <==
current_design Mux_Dir

set clk_period 1.0
set clk_io_pct 0.2

create_clock -name clk0 -period $clk_period

set non_clock_inputs [all_inputs -no_clocks]
set_input_delay [expr $clk_period * $clk_io_pct] -clock clk0 $non_clock_inputs
set_output_delay [expr $clk_period * $clk_io_pct] -clock clk0 [all_outputs]
==> job_summary.md <==
## PnR job results

| Metric | Value |
|---|---|
| Global-route wire length before repair | 3967 um |
| CP max stage delay | 290 ps |
| Worst-path fanout max | 8 |
| Cell taking the most area after synthesis | mux2_4 |
| Max cap viols | 0 |
| IO Port Bufs | 97 |
| Total grt overflow | 0 |
| Chip Area, Yosys | 544.3 sq um |
| Cycle use final | 119.0% |
| CP Launch Type | primary input |
| Worst vdd ir | 0.1593 mV |
| Post-Synth Simple-Gate Area | 0% |
| CP arrival | 990 ps |
| Adder Area Share | 0% |
| Initial Utilization | 14.98% |
| Worst slew margin | 94.33% |
| XOR/XNOR Area Share | 0% |
| Total number of vias | 676 |
| Largest logic family | multiplexers |
| Tool warnings | 34 |
| Core footprint | 3633 sq um |
| Status | complete, but fails checks |
| Worst Setup End Kind | output port |
| Fmax | 840.2 MHz |
| Clock power share | 0% |
| Die ar. | 6561 sq um |
| P&R area growth vs syn | 186.9% |
| Antenna violations before repair | 0 |
| Top Ports | 97 |
| Critical path cell sequence | buf_12, buf_12, buf_12, mux2_4, buf_6 |
| MUX area fraction | 86.90% |
| Kind of critical path | primary input to output port |
| RSZ-0062 raised after global routing | true |
| Switching Share | 22.46% |
| Gp weighted congestion | 0.8360 |
| Internal Power | 482.7 uW |
| Comb pwr share | 100.0% |
| Logic area | 480.5 sq um |
| Top cell area share | 82.76% |
| Netlist cell types | 4 |
| Switch Pwr | 139.8 uW |
| DR WL/cell | 15.40 um |
| # setup viols final | 32 |
| Slew Limit Fails | 0 |
| Initial drt markers | 4 |
| Largest net degree at the start of global routing | 11 |
| HP Class | primary input to output port |
| Final wirelength | 2819 um |
| Power per cell area | 398.6 nW/um^2 |
| Worst slew pin tran | 84.99 ps |
| Final Hold Viols | 0 |
| Remaining routing DRC violations | 0 |
| Fraction of layout cells with a size suffix above 1 | 52.59% |
| Final worst slack | -190.2 ps |
| Dpl ws | -528.0 ps |
| Ys cells | 36 |
| Seq. cell area | 0 sq um |
| GRT Overall Usage | 7.538% |
| Fill cells | 359 |
| DR vias/cell | 3.694 |
| Most frequent CP cell | buf_12 |
| CP max-delay cell | mux2_4 |
| Cell family with most CP delay | buffers and inverters |
| Flop pwr share | 0% |
| Hold Buf Count CTS | 0 |
| Violated checks | setup timing |
| Synth area leaders | mux2_4 (83%), buf_12 (11%), mux2_2 (4.1%), buf_6 (2.1%) |
| # clk buffers | 0 |
| Antenna viol nets, final | 0 |
| Registers | 0 |
| HPWL Detailed | 2564 um |
| Die height | 81 um |
| AND-OR/OR-AND Cells, Area Fraction | 0% |
| Post-synth seq share | 0% |
| First-pass iteration count of the detailed router | 2 |
| Post-route minimum period | 1190 ps |
| Cells after synthesis | 36 |
| Die x size | 81 um |
| CP bufs+invs | 4 |
| Num rows | 22 |
| Ant. Diodes | 0 |
| Synth warn | 1 |
| CP required | 800 ps |
| Avg Inst Size Synth | 15.12 sq um |
| Synth Cell Area | 544.3 sq um |
| LEAKAGE | 0.0008451 uW |
| Vias in the first global route | 744 |
| Total power | 622.5 uW |
cell usage after synthesis:
library cell,number
mux2_4,30
buf_12,3
mux2_2,2
buf_6,1
path summary, 6_finish.rpt:
check,start,to,slack (ps),cells after the start
worst min-delay path,iv_dir[5],ov_dir[5],700,3
worst max-delay path,i_selector,ov_dir[23],-190,5
layout by cell type, fill, tap and decap left out, drive strengths merged:
master / instances
buf: 39
dlygate4sd2: 59
dlymetal6s2s: 1
mux2: 32
clkdlybuf4s50: 4
power groups by stage:
stage / clock [uW] / combinational [uW] / sequential, uW
4_1_cts: 0 / 601 / 0
5_1_grt: 0 / 666 / 0
6_report: 0 / 622 / 0
logic make-up (layout without fill, tap and decap cells):
group                  after synthesis  in the layout
muxes                               32             32
buffers and inverters                4            103
what timing repair did:
action | in CTS | in global routing
cloned | 1 | 0
setup endpoints to repair | 32 | 32
resized | 179 | 9
setup buffers | 2 | 0
pin swaps | 0 | 0
per-stage QoR:
step / utilization, % / TNS [ps] / hold WS, ps / area [sq um] / instances
final: 42.98 / -2446 / 700.7 / 1562 / 183
after global routing: 42.98 / -3003 / 726.7 / 1562 / 183
after CTS: 41.53 / -2684 / 800.5 / 1509 / 183
after detailed placement: 42.91 / -16370 / 1262 / 1559 / 180
after global placement: 42.91 / -16400 / 1265 / 1559 / 180
after floorplan: - / 0 / 497.7 / 544.3 / 36
per-layer routing:
| metal | track usage, % | part of all wire (%) |
|---|---|---|
| met1 | 9.549 | 39 |
| met2 | 12.66 | 49 |
| met4 | 0 | 0 |
| met3 | 2.895 | 13 |
| met5 | 0 | 0 |
final cells by class:
type                            instances  area share [%]
Multi-Input combinational cell         32           30.77
Tap cell                               48           3.846
Timing Repair Buffer                  103           65.38
Power is estimated from default activity; no workload was simulated.
